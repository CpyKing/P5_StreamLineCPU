==> /design/flow/design.v <==
`timescale 1ns / 1ps
`default_nettype none
`timescale 1ns / 1ps
module Controller(
	input wire [31:0] instruc,
	output wire [15:0] IBus,
	output wire isBranch,
	output wire immJump,
	output wire regJump,
	output wire RegWrite,
	output wire [1:0] RegDst,
	output wire ExtOp,
	output wire [1:0] AluCtrl,
	output wire AluSrc,
	output wire MemWrite,
	output wire isByte,
	output wire [1:0] MemtoReg,
	output wire BExtOp,
	output wire PassAPC
    );
	reg addu, subu, jr, jalr,
		 ori, lui, lw, sw, lb, sb, beq, addi,
		 j, jal, nop;
	wire [5:0] OpCode = instruc[31:26];
	wire [5:0] Func   = instruc[5: 0];
	assign IBus[0] = (instruc[31:26] == 6'b000000) && (instruc[5: 0] == 6'b100001);
	assign IBus[1] = (instruc[31:26] == 6'b000000) && (instruc[5: 0] == 6'b100011);
	assign IBus[2]   = (instruc[31:26] == 6'b000000) && (instruc[5: 0] == 6'b001000);
	assign IBus[13] = (instruc[31:26] == 6'b000000) && (instruc[5: 0] == 6'b001001);
	assign IBus[14] = (instruc[31:26] == 6'b001000);
	assign IBus[4] = (instruc[31:26] == 6'b001101);
	assign IBus[3] = (instruc[31:26] == 6'b001111);
	assign IBus[6]  = (instruc[31:26] == 6'b100011);
	assign IBus[10]  = (instruc[31:26] == 6'b100000);
	assign IBus[7]  = (instruc[31:26] == 6'b101011);
	assign IBus[11]  = (instruc[31:26] == 6'b101000);
	assign IBus[5] = (instruc[31:26] == 6'b000100);
	assign IBus[9] = (instruc[31:26] == 6'b000011);
	assign IBus[8]   = (instruc[31:26] == 6'b000010);
	always @(*) begin
		addu = (OpCode == 6'b000000) && (Func == 6'b100001);
		subu = (OpCode == 6'b000000) && (Func == 6'b100011);
		jr   = (OpCode == 6'b000000) && (Func == 6'b001000);
		jalr = (OpCode == 6'b000000) && (Func == 6'b001001);
		addi = (OpCode == 6'b001000);
		ori = (OpCode == 6'b001101);
		lui = (OpCode == 6'b001111);
		lw  = (OpCode == 6'b100011);
		lb  = (OpCode == 6'b100000);
		sw  = (OpCode == 6'b101011);
		sb  = (OpCode == 6'b101000);
		beq = (OpCode == 6'b000100);
		jal = (OpCode == 6'b000011);
		j   = (OpCode == 6'b000010);		
	end
	assign isBranch = beq;
	assign immJump = jal || j;
	assign regJump = jr || jalr;
	assign RegWrite = addu || subu || ori || lui || lw || lb || jal || jalr || addi;
	assign RegDst = {jal, addu || subu || jalr};
	assign ExtOp = lw || lb || sw || sb || beq || addi; 
	assign AluCtrl = {ori || lui, subu || lui}; 
	assign AluSrc =  ori || lb || lw || sw || sb || lui || addi;
	assign MemWrite = sb || sw;
	assign isByte = lb || sb;
	assign MemtoReg = {jal || jalr, jalr || jal || addu || subu || ori || lui || addi};
	assign BExtOp = lb;
	assign PassAPC = jal || jalr;
endmodule
`timescale 1ns / 1ps
`default_nettype none
`timescale 1ns / 1ps
module EX(
	input wire clk,
	input wire [31:0] E_instruc,
	input wire [31:0] E_PC,
	input wire [31:0] E_RD1,
	input wire [31:0] E_RD2,
	input wire [4:0]  E_WRA,
	input wire [31:0] E_Ext,
	input wire [31:0] E_M_Pass,
	input wire [31:0] E_W_WRD,
	input wire [1:0] PassSrcA,
	input wire [1:0] PassSrcB,
	output reg [31:0] EM_instruc,
	output reg [31:0] EM_AluRe,
	output reg [31:0] EM_WTDM,
	output reg [4:0]  EM_WRA,
	output reg [31:0] EM_PC,
	output wire [4:0] E_rs,
	output wire [4:0] E_rt,
	output wire E_RegWrite
    );
	wire [1:0] AluCtrl;
	wire [31:0] AluResult;
	wire AluSrc;
	wire RegWrite;
	wire [31:0] A, B;
	Controller Con_E(.instruc(E_instruc),
					 .AluCtrl(AluCtrl),
					 .AluSrc(AluSrc),
					 .RegWrite(RegWrite));
	assign E_rs = E_instruc[25:21];
	assign E_rt = E_instruc[20:16];
	assign E_RegWrite = RegWrite;
	assign A = (PassSrcA == 2'b00) ? E_RD1 :
			   (PassSrcA == 2'b01) ? E_M_Pass :
			   (PassSrcA == 2'b10) ? E_W_WRD : 0;
	assign B = (AluSrc == 1) ? E_Ext :
			   (PassSrcB == 2'b00) ? E_RD2 :
			   (PassSrcB == 2'b01) ? E_M_Pass :
			   (PassSrcB == 2'b10) ? E_W_WRD : 0;
	assign AluResult = (AluCtrl == 2'b00) ? A + B :
					   (AluCtrl == 2'b01) ? A - B :
					   (AluCtrl == 2'b10) ? A | B :
					   (AluCtrl == 2'b11) ? {B[15:0], 16'b0} : 0;
	always @(posedge clk)begin
		EM_instruc <= E_instruc;
		EM_AluRe <= AluResult;
		EM_WTDM <= (PassSrcB == 2'b00) ? E_RD2 :
				   (PassSrcB == 2'b01) ? E_M_Pass :
				   (PassSrcB == 2'b10) ? E_W_WRD : 0;
		EM_WRA <= E_WRA;
		EM_PC <= E_PC;
	end
	initial begin
		EM_instruc <= 0;
		EM_AluRe <= 0;
		EM_WTDM <= 0;
		EM_WRA <= 0;
		EM_PC <= 0;
	end
endmodule
==> /design/flow/run.sh <==
#!/bin/bash
# OpenROAD 26Q1-2900-gdf79404cd8, Yosys 0.63+post, stock flow scripts
make -C /OpenROAD-flow-scripts/flow DESIGN_CONFIG=/design/flow/config.mk WORK_HOME=/design/flow/orfs finish
==> /design/flow/config.mk <==
export PLATFORM = sky130hd
export DESIGN_NAME = EX
export DESIGN_NICKNAME = EX
export VERILOG_FILES = /design/flow/design.v
export SDC_FILE = /design/flow/constraint.sdc
export NUM_CORES = 4
export LEC_CHECK = 1
export CORE_AREA = 10 10 208 208
export DIE_AREA = 0 0 218 218
==> /design/flow/constraint.sdc <==
current_design EX

set clk_period 21.5
set clk_io_pct 0.2

create_clock -name clk0 -period $clk_period [get_ports {clk}]

set non_clock_inputs [all_inputs -no_clocks]
set_input_delay [expr $clk_period * $clk_io_pct] -clock clk0 $non_clock_inputs
set_output_delay [expr $clk_period * $clk_io_pct] -clock clk0 [all_outputs]
==> metrics.yaml <==
synthesis:
  synth_chip_area_um2: 9270
  synth_warnings: 2
  yosys.stat.seqShare_pct: 28.7
  ys_types: 78
  dominant_flop_cell: "dfxtp_1"
  synth_flops: 133
  postSynthCellCount: 1131
  edf_count: 0
  synthArstFlopShare_pct: 0
  synth_area_um2: 9270
  post_synthesis_cell_count_from_yosys: 1131
  synth_area_per_cell_um2: 8.20
setup_path:
  critical_path_arrival_ns: 7.24
  critical_path.startpoint_type: "input port"
  endpoint_kind: "primary output"
  worst_ep_required_time_ns: 17.20
  critPathMaxFanout: 27
  critPathKind: "input port to primary output"
worst_hold_path:
  hold_path.class: "input port to flip-flop"
  worst_hold_path.endpoint: "EM_instruc[14]"
  min-delay-start: "E_instruc[14]"
  whs_path_depth: 1
global_route:
  global_route.usage.total_pct: 19.9
  first_global_vias: 9516
  grt_start_max_net_pins: 43
  grt_overflow_total: 0
  grt_pass1_wl_um: 69400
  grt_antenna_before_repair: 7
clock_network:
  post_cts_hold_buffer_count: 0
  clock_edge_transition_at_the_registers_on_the_reported_setup_and_hold_paths_ns: 0.07
  clock_sinks: 133
  cts-htree-levels: 4
  clock_tree.buffer_depth: 2
  cts_root_buf: "clkbuf_16"
  tritoncts.num_buffers: 17
  postcts_resize_cnt: 0
  tritoncts: "built"
  cts_post_setup_buffers_inserted: 0
final_timing:
  pins_over_slew_limit: 0
  fin_setup_tns_ns: 0
  period_minus_slack_ns: 11.54
  max_slew_margin_pct: 46.1
  setup-violations-final: 0
  max_freq_mhz: 86.7
  finalHoldViolCount: 0
  layout_worst_path_cycle_share_pct: 53.7
  worstMarginPinSlew_ns: 0.785
  worst_hold_slack_ns: 4.31
  grt_setup_unrepaired: "no"
final_layout:
  comb_area_um2: 5930
  fillCellCount: 3848
  layout.area.seq_um2: 2660
  area_overhead_of_the_layout_relative_to_synthesis_pct: 52.0
  layout-drive-gt1-share_pct: 5.53
floorplan:
  core_area_um2: 38700
  floorplan_utilization_pct: 23.9
  floorplan.rows: 72
  die_width_um: 218
  die_footprint_um2: 47500
  ios: 378
  floorplan.die.height_um: 218
drt:
  routed_wl_um: 48500
  antenna_violating_nets_post_route: 0
  num_vias: 9668
  drt_via_density: 4.83
  detail_route.wl_per_cell_um: 24.2
  firstDrtPassIters: 6
  drt_first_iter_violations: 866
  drc: 0
status:
  outcome: "completed"
pwr:
  max-vdd-ir-drop_uv: 56.0
  power_leakage_uw: 0.00602
  p_per_area_nw_per_um2: 69.2
placement:
  port_buffer_count: 377
  place.gp.congestion: 0.950
  detailed_place_hpwl_um: 39900
run:
  maxCapViolations: 0
  openroad.warnings: 83
-- Yosys cell counts (7+ instances only) --
master	n	area share [%]
dfxtp_1	133	29
nand2_1	106	4.3
mux2i_1	100	11
inv_1	99	4.0
ha_1	94	13
o21ai_0	86	4.6
a21oi_1	81	4.4
nor2_1	74	3.0
clkbuf_1	49	2.0
o21a_1	28	2.3
a21o_1	18	1.5
o22ai_1	16	1.1
o31ai_1	16	1.3
nand3_1	15	0.81
a31oi_1	14	0.94
xnor2_1	13	1.2
nor2b_1	11	0.74
a221oi_1	10	0.94
buf_4	10	0.81
o21bai_1	10	0.81
nor3_1	9	0.49
nor4_1	7	0.47
o211ai_1	7	0.57
-- worst max-delay path by stage --
| stage | startpoint | to | slack (ns) | cells after the start |
|---|---|---|---|---|
| 5_1_grt | E_instruc[27] | E_RegWrite | 9.87 | 10 |
| 4_1_cts | E_instruc[31] | E_RegWrite | 10.0 | 9 |
| 6_report | E_instruc[31] | E_RegWrite | 9.96 | 9 |
-- kinds of logic (layout without fill, tap and decap cells) --
group,count (synthesis),count (layout),synth area share (%)
XOR/XNOR,16,16,1.51
AND/OR/NAND/NOR,269,269,13.4
buffers and inverters,172,523,7.53
AND-OR/OR-AND,341,341,24.4
adder cells (fa/ha/maj),96,96,13.1
flip-flops,133,133,28.7
other,0,2,0
multiplexers,104,104,11.3
-- layer usage --
metal | GRT usage (%) | vias to the layer above | routed length, µm
li1 | - | 4659 | -
met1 | 27.3 | 4567 | 21300
met2 | 31.7 | 407 | 22500
met3 | 5.00 | 31 | 3900
met4 | 3.31 | 4 | 773
met5 | 0 | - | 27
-- final cells by class --
class / count / share of cell area (%)
diodes: 2 / 0.0355
clock buffers: 18 / 3.04
flip-flops and latches: 133 / 18.9
inverters: 100 / 2.66
well taps: 518 / 4.60
multi-input cells: 826 / 42.1
repair buffers: 391 / 27.4
clock inverters: 14 / 1.25
-- metrics by stage --
stage | utilization, % | area [µm²] | std cells | setup WS [ns] | power [µW]
after floorplan | - | 9270 | 1131 | 11.57 | 471
after detailed placement | 34.8 | 13500 | 1968 | 10.01 | 664
after global placement | 34.8 | 13500 | 1968 | 10.05 | 668
after global routing | 36.4 | 14100 | 2002 | 9.87 | 1030
after CTS | 36.4 | 14100 | 2000 | 10.0 | 981
final | 36.4 | 14100 | 2002 | 9.96 | 975
-- registers in the layout, summed over array words and instances, names as in the netlist --
name	count
EM_instruc	32
EM_WTDM	32
EM_PC	32
EM_AluRe	32
EM_WRA	5
-- report_power, final --
part	switching [µW]	internal (µW)	leakage [µW]
logic	196	180	0.00460
clock network	128	184	0.000297
registers	10.3	277	0.00112
total	334	641	0.00602
-- placed cells by master, fill, tap and decap left out, drive strengths merged, types with 12 or more instances in the layout --
cell / count
a31oi: 14
inv: 103
nand2: 106
mux2i: 100
a21o: 18
o22ai: 16
nor2b: 12
o21a: 28
ha: 94
nand3: 15
dfxtp: 133
buf: 16
o21ai: 87
nor2: 74
o31ai: 16
clkbuf: 18
clkdlybuf4s50: 375
a21oi: 84
xnor2: 13
-- worst max-delay path: stages --
cell and delay, ns:
clkdlybuf4s50_1 0.55, nor4b_1 0.40, nand2_1 0.17, nor4_4 0.26, buf_4 0.40, nor2_1 0.22, buf_4 0.27, o31ai_1 0.10
clkdlybuf4s50_1 0.53
Power and IR drop assume default switching activity.
