## /design/flow/design.v

```verilog
`timescale 1ns / 1ps
`default_nettype none
`timescale 1ns / 1ps
module Controller(
	input wire [31:0] instruc,
	output wire [15:0] IBus,
	output wire isBranch,
	output wire immJump,
	output wire regJump,
	output wire RegWrite,
	output wire [1:0] RegDst,
	output wire ExtOp,
	output wire [1:0] AluCtrl,
	output wire AluSrc,
	output wire MemWrite,
	output wire isByte,
	output wire [1:0] MemtoReg,
	output wire BExtOp,
	output wire PassAPC
    );
	reg addu, subu, jr, jalr,
		 ori, lui, lw, sw, lb, sb, beq, addi,
		 j, jal, nop;
	wire [5:0] OpCode = instruc[31:26];
	wire [5:0] Func   = instruc[5: 0];
	assign IBus[0] = (instruc[31:26] == 6'b000000) && (instruc[5: 0] == 6'b100001);
	assign IBus[1] = (instruc[31:26] == 6'b000000) && (instruc[5: 0] == 6'b100011);
	assign IBus[2]   = (instruc[31:26] == 6'b000000) && (instruc[5: 0] == 6'b001000);
	assign IBus[13] = (instruc[31:26] == 6'b000000) && (instruc[5: 0] == 6'b001001);
	assign IBus[14] = (instruc[31:26] == 6'b001000);
	assign IBus[4] = (instruc[31:26] == 6'b001101);
	assign IBus[3] = (instruc[31:26] == 6'b001111);
	assign IBus[6]  = (instruc[31:26] == 6'b100011);
	assign IBus[10]  = (instruc[31:26] == 6'b100000);
	assign IBus[7]  = (instruc[31:26] == 6'b101011);
	assign IBus[11]  = (instruc[31:26] == 6'b101000);
	assign IBus[5] = (instruc[31:26] == 6'b000100);
	assign IBus[9] = (instruc[31:26] == 6'b000011);
	assign IBus[8]   = (instruc[31:26] == 6'b000010);
	always @(*) begin
		addu = (OpCode == 6'b000000) && (Func == 6'b100001);
		subu = (OpCode == 6'b000000) && (Func == 6'b100011);
		jr   = (OpCode == 6'b000000) && (Func == 6'b001000);
		jalr = (OpCode == 6'b000000) && (Func == 6'b001001);
		addi = (OpCode == 6'b001000);
		ori = (OpCode == 6'b001101);
		lui = (OpCode == 6'b001111);
		lw  = (OpCode == 6'b100011);
		lb  = (OpCode == 6'b100000);
		sw  = (OpCode == 6'b101011);
		sb  = (OpCode == 6'b101000);
		beq = (OpCode == 6'b000100);
		jal = (OpCode == 6'b000011);
		j   = (OpCode == 6'b000010);		
	end
	assign isBranch = beq;
	assign immJump = jal || j;
	assign regJump = jr || jalr;
	assign RegWrite = addu || subu || ori || lui || lw || lb || jal || jalr || addi;
	assign RegDst = {jal, addu || subu || jalr};
	assign ExtOp = lw || lb || sw || sb || beq || addi; 
	assign AluCtrl = {ori || lui, subu || lui}; 
	assign AluSrc =  ori || lb || lw || sw || sb || lui || addi;
	assign MemWrite = sb || sw;
	assign isByte = lb || sb;
	assign MemtoReg = {jal || jalr, jalr || jal || addu || subu || ori || lui || addi};
	assign BExtOp = lb;
	assign PassAPC = jal || jalr;
endmodule
`timescale 1ns / 1ps
`default_nettype none
`timescale 1ns / 1ps
module WB(
	input wire [31:0] W_instruc,
	input wire [31:0] W_PC,
	input wire [31:0] W_DM,
	input wire [31:0] W_AluRe,
	input wire [4:0] W_WRA,
	output wire [4:0] WD_WRA,
	output wire [31:0] WD_WRD,
	output wire WD_RegWrite,
	output wire [31:0] WD_PCWhenWrite
    );
	wire [1:0] MemtoReg;
	wire [31:0] ByteExt;
	wire BExtOp;
	Controller Con_W(.instruc(W_instruc),
					 .BExtOp(BExtOp),
					 .MemtoReg(MemtoReg),
					 .RegWrite(WD_RegWrite));
	assign ByteExt = (BExtOp == 0) ? {24'b0, W_DM[7:0]} : {{24{W_DM[7]}}, W_DM[7:0]};
	assign WD_WRA = W_WRA;
	assign WD_WRD = (MemtoReg == 2'b00) ? W_DM : 
					(MemtoReg == 2'b01) ? W_AluRe :
					(MemtoReg == 2'b10) ? ByteExt :
					(MemtoReg == 2'b11) ? (W_PC + 8) : 0;
	assign WD_PCWhenWrite = W_PC;
endmodule
```

## /design/flow/run.sh

```bash
#!/bin/bash
# OpenROAD 26Q1-2900-gdf79404cd8, Yosys 0.63+post, stock flow scripts
make -C /OpenROAD-flow-scripts/flow DESIGN_CONFIG=/design/flow/config.mk WORK_HOME=/design/flow/orfs finish
```

## /design/flow/config.mk

```make
export PLATFORM = sky130hd
export DESIGN_NAME = WB
export DESIGN_NICKNAME = WB
export VERILOG_FILES = /design/flow/design.v
export SDC_FILE = /design/flow/constraint.sdc
export NUM_CORES = 4
export LEC_CHECK = 1
export CORE_AREA = 10 10 104 104
export DIE_AREA = 0 0 114 114
```

## /design/flow/constraint.sdc

```tcl
current_design WB

set clk_period 7.1
set clk_io_pct 0.2

create_clock -name clk0 -period $clk_period

set non_clock_inputs [all_inputs -no_clocks]
set_input_delay [expr $clk_period * $clk_io_pct] -clock clk0 $non_clock_inputs
set_output_delay [expr $clk_period * $clk_io_pct] -clock clk0 [all_outputs]
```

==> impl_metrics.yaml <==
# yosys + openroad results
placement:
  place_area_mm2: 0.00310
  pre_cts_slack_ns: 1.58
  dp_cells: 457
  io_buffers: 173
  gp_congestion: 0.758
  dp_hpwl_um: 6800
detailed_routing:
  wirelength_um: 7870
  drt-wirelength-per-cell_um: 17.2
  diodes: 0
  vias: 2058
  drc_errors: 0
  drtAntennaViolNets: 0
  vias_per_cell: 4.50
  dr.pass1.iters: 4
  drtIter0Drc: 52
die:
  core_area_mm2: 0.00868
  pin_count: 203
  die-area_mm2: 0.0130
  rows: 34
  initial_core_util: 0.180
  die_height_um: 114
  die_w_um: 114
global_route:
  use_met1: 0.134
  use_met3: 0.0303
  grt_overflow: 0
  grt_max_degree: 40
  met2_usage: 0.202
  grt_pass1_wl_um: 11800
  antenna_found_initial: 0
  grt.busiest_layer: "met2"
  grt_pass1_vias: 2075
  grt_usage: 0.111
synth:
  ys_top_cells_by_area: "buf_4, a221o_1, xnor2_1"
  synthDominantCellAreaShare: 0.178
  synth.distinct_cells: 37
  syn_avg_cell_area_um2: 6.95
  ys_seq_frac: 0
  top_area_cell: "buf_4"
  synth_cells: 225
  ys_warn_count: 1
  netlist_area_mm2: 0.00156
  yosys_area_mm2: 0.00156
  ys_cells: 225
power:
  pwr-share-seq: 0
  powerDensity_mw_per_mm2: 47.8
  p_switching_mw: 0.0412
  comb_power_share: 1.000
  power_leakage_nw: 1.07
  p_clk_frac: 0
  p_int_mw: 0.107
  swShare: 0.278
  power_mw: 0.148
  vdd_drop_max_uv: 20.1
final_layout:
  fill_cells: 910
  finalNonFillerCells: 457
  drive_gt1_frac: 0.0401
  fin_area_mm2: 0.00310
  design.seq.count: 0
  logic_area_mm2: 0.00120
  final_util: 0.358
  regArea_um2: 0
  clkbuf_count: 0
  area_growth_pct: 98.6
worst_setup_path:
  worst_ep_required_time_ns: 5.68
  cp-end-kind: "output port"
  crit_top_cell: "clkdlybuf4s50_1"
  arrival_ns: 4.04
  startpoint_type: "primary input"
  cp_slowest_cell: "or3_1"
  crit_chain: "clkdlybuf4s50_1, nor4_4, a31oi_2, or3_1, buf_4, nor2_1, a221o_1, clkdlybuf4s50_1"
  path_max_fanout: 21
  worstSetupPathType: "primary input to output port"
  cpPeakStageDelay_ns: 0.63
clock_network:
  cts-resized-gates: 0
  cts_hold_buf: 0
  cts_setup_buffers: 0
final_timing:
  finalHoldViolCount: 0
  setup_viol_count_final: 0
  setup_tns_ns: 0
  rsz0062_at_grt: "no"
  setup_ws_ns: 1.64
  fmax_mhz: 183
  worst_slew_pin_slew_ns: 0.581
  maxSlewHeadroom: 0.612
  whs_ns: 2.84
  post-route-min-period_ns: 5.46
  slew_viol_final: 0
  fin_crit_sh: 0.769
flow_run:
  tool_warnings: 52
  cap_violations: 0
min_path:
  hold_path.class: "primary input to output port"
run_status:
  status: "complete, no violations"
-- kinds of logic (layout without fill, tap and decap cells) --
| logic type | after synthesis | count (layout) | synth area share |
|---|---|---|---|
| xor gates and xnor gates | 23 | 23 | 0.129 |
| AOI/OAI and AO/OA | 45 | 45 | 0.236 |
| and+or+nand+nor | 95 | 95 | 0.359 |
| buffers and inverters | 57 | 181 | 0.242 |
| muxes | 4 | 4 | 0.0256 |
| adders and majority gates | 1 | 1 | 0.00801 |
-- routing by layer --
layer	wire [um]	up-vias	part of all wire
met3	610	0	0.078
met5	0	-	0
met2	4100	70	0.52
met4	0	0	0
li1	-	1054	-
met1	3160	934	0.40
-- area by class of cell --
cell class,instances,share of cell area
Inverter,5,0.00605
Multi-Input combinational cell,168,0.385
Tap cell,108,0.0435
Timing Repair Buffer,176,0.565
-- placed cells by master (no fill, tap or decap), types with 2 or more instances in the layout --
| cell | Yosys | layout |
|---|---|---|
| clkdlybuf4s50_1 | 0 | 173 |
| a221o_1 | 21 | 21 |
| nand2_1 | 19 | 19 |
| nor2_1 | 17 | 17 |
| xnor2_1 | 12 | 12 |
| xor2_1 | 11 | 11 |
| and2_1 | 10 | 10 |
| a21oi_1 | 9 | 9 |
| nand4_1 | 9 | 9 |
| and3_1 | 7 | 7 |
| nor3_1 | 7 | 7 |
| o221ai_1 | 6 | 6 |
| inv_1 | 5 | 5 |
| nand3_1 | 5 | 5 |
| or3_1 | 4 | 4 |
| o21ai_0 | 4 | 4 |
| mux2i_1 | 4 | 4 |
| nor4_2 | 3 | 3 |
| buf_4 | 37 | 3 |
| nor3b_1 | 2 | 2 |
| nor4_1 | 2 | 2 |
| o31ai_1 | 2 | 2 |
| or4_1 | 2 | 2 |
-- critical path: cells and delay by family --
family          cells  cell delay (ns)
compound gates      2             0.28
buf+inv             3             1.24
simple gates        3             1.08
-- power groups by stage --
stage	logic (mW)	registers [mW]	clock network, mW
CTS	0.151	0	0
global route	0.160	0	0
finish	0.148	0	0
-- synth_stat cells --
cell type and count:
nor4_2 3, nor4_4 1, o21ai_1 1, nor2_1 17, nor4_1 2, nand4b_1 1
and3_1 7, nand3_1 5, nand2_2 1, buf_4 37, a31oi_2 1, buf_2 8
o221ai_1 6, mux2i_1 4, clkbuf_1 5, nand4_1 9, ha_1 1, xnor2_1 12
o31ai_1 2, nand2_1 19, a21oi_1 9, and4_1 1, or3_1 4, nor3_1 7
or4_1 2, nand4_4 1, nor3b_1 2, a221oi_1 1, a221o_1 21, and2_1 10
nor3_4 1, nor2_2 1, inv_1 5, xor2_1 11, o21ai_0 4, buf_6 2
and4_2 1
-- final timing paths --
check | start | to | slack [ns] | cells after the start
hold / removal | W_WRA[0] | WD_WRA[0] | 2.84 | 0
setup / recovery | W_instruc[2] | WD_WRD[3] | 1.64 | 8
No activity file was given, so power comes from the tool's default toggle rates.
