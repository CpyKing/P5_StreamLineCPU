### design/flow/run.sh
#!/bin/bash
# OpenROAD 26Q1-2900-gdf79404cd8, Yosys 0.63+post, stock flow scripts
make -C /OpenROAD-flow-scripts/flow DESIGN_CONFIG=/design/flow/config.mk WORK_HOME=/design/flow/orfs finish
### design/flow/config.mk
export PLATFORM = sky130hd
export DESIGN_NAME = Hazard_Unit
export DESIGN_NICKNAME = Hazard_Unit
export VERILOG_FILES = /design/flow/design.v
export SDC_FILE = /design/flow/constraint.sdc
export NUM_CORES = 4
export LEC_CHECK = 1
export CORE_AREA = 10 10 99 99
export DIE_AREA = 0 0 109 109
### design/flow/constraint.sdc
current_design Hazard_Unit

set clk_period 4.4
set clk_io_pct 0.2

create_clock -name clk0 -period $clk_period [get_ports {clk}]

set non_clock_inputs [all_inputs -no_clocks]
set_input_delay [expr $clk_period * $clk_io_pct] -clock clk0 $non_clock_inputs
set_output_delay [expr $clk_period * $clk_io_pct] -clock clk0 [all_outputs]
### design/flow/design.v
`timescale 1ns / 1ps
`default_nettype none
`timescale 1ns / 1ps
module Hazard_Unit(
	input wire clk, 
	input wire [15:0] DIBus,
	input wire [15:0] EIBus,
	input wire [15:0] MIBus,
	input wire [4:0] D_rs, D_rt,
	input wire [4:0] E_rs, E_rt, E_WRA,
	input wire E_RegWrite,
	input wire [4:0] M_rt, M_WRA,
	input wire M_RegWrite,
	input wire [4:0] W_WRA,
	input wire W_RegWrite,
	output wire stall,
	output wire PassSrcRD1_D, PassSrcRD2_D,
	output wire [1:0] PassSrcA_E, PassSrcB_E,
	output wire PassSrc_M
    );
	reg [1:0] reg_TnewM;
	wire [1:0] TnewE, TnewM, Tuse_rs, Tuse_rt;
	wire stall_rs, stall_rs_E, stall_rs_M;
	wire stall_rt, stall_rt_E, stall_rt_M;
	assign TnewE = (EIBus[2] || EIBus[7] || EIBus[11] ||
					EIBus[5] || EIBus[8]) ? 0 :
					(EIBus[0] || EIBus[1] ||
					EIBus[14] || EIBus[4] || EIBus[3] || EIBus[13] || EIBus[9]) ? 1 :
					(EIBus[6] || EIBus[10])  ? 2 : 0;
	assign TnewM = reg_TnewM;
	always @(posedge clk)	reg_TnewM = (TnewE == 0) ? 0 : (TnewE - 1);
	assign Tuse_rs = (DIBus[2] || DIBus[5] || DIBus[13]) ? 0 : 1;
	assign Tuse_rt = (DIBus[5]) ? 0 :
					 (DIBus[0] || DIBus[1]) ? 1 :
					 (DIBus[7] || DIBus[11]) ? 2 : 3;
	assign stall_rs_E = (D_rs != 0) && (TnewE > Tuse_rs) && (D_rs == E_WRA && E_RegWrite == 1);
	assign stall_rs_M = (D_rs != 0) && (TnewM > Tuse_rs) && (D_rs == M_WRA && M_RegWrite == 1);
	assign stall_rt_E = (D_rt != 0) && (TnewE > Tuse_rt) && (D_rt == E_WRA && E_RegWrite == 1);
	assign stall_rt_M = (D_rt != 0) && (TnewM > Tuse_rt) && (D_rt == M_WRA && M_RegWrite == 1);
	assign stall_rs = stall_rs_E || stall_rs_M;
	assign stall_rt = stall_rt_E || stall_rt_M;
	assign stall = stall_rs || stall_rt;
	assign PassSrcRD1_D = (D_rs != 0) && (M_RegWrite == 1) && (D_rs == M_WRA);
	assign PassSrcRD2_D = (D_rt != 0) && (M_RegWrite == 1) && (D_rt == M_WRA);
	assign PassSrcA_E = (E_rs != 0) && (M_RegWrite == 1) && (E_rs == M_WRA) ? 2'b01 :
						(E_rs != 0) && (W_RegWrite == 1) && (E_rs == W_WRA) ? 2'b10 : 2'b00;
	assign PassSrcB_E = (E_rt != 0) && (M_RegWrite == 1) && (E_rt == M_WRA) ? 2'b01 :
						(E_rt != 0) && (W_RegWrite == 1) && (E_rt == W_WRA) ? 2'b10 : 2'b00;
	assign PassSrc_M = (M_rt != 0) && (W_RegWrite == 1) && (M_rt == W_WRA) ? 1 : 0;
endmodule
==> design notes <==
The run finished with clean final reports. The number of endpoints failing setup at the final stage was 0. The tools report the buffer depth of the longest clock path as 2. After Yosys synthesis, AND-OR and OR-AND compound gates account for 5.070% of the synthesized area.

The logs give 11.50% for the fraction of the core area occupied by cells at floorplan and 0 ps for the setup total negative slack. For the global-route wire length before repair, the log shows 5706 um. For this block, the routed nets add up to 3884 um of wire. The tools report the yosys cell count as 115. The run gives 4.507% for the sequential share of the synthesized area.

In the post-synthesis netlist, the biggest area contributors are sky130_fd_sc_hd__xnor2_1 (30%), sky130_fd_sc_hd__xor2_1 (14%), sky130_fd_sc_hd__ha_1 (9.9%), sky130_fd_sc_hd__nand4_1 (5.6%), sky130_fd_sc_hd__nor4_2 (5.6%). The cell repeated most along the worst path is sky130_fd_sc_hd__clkdlybuf4s50_1. Using the TritonRoute via totals, the vias-per-cell ratio works out to 3.571. Register bit count reported by yosys: 2.

The final routed DRC violation total was 0. The number of flip-flops in the largest register is 2. The delay contributed by the slowest stage of the critical path was 480 ps; the number of placement rows was 32. The share of post-route cells with drive strength above 1 came out at 8.333%. On the critical path the data arrives at 3350 ps. The run gives 0.7708 as the placer congestion estimate. The tools report the cell count after synthesis as 115.

Setup repair after global routing left no endpoint under its margin. The pin slew with the least headroom to its limit was 555.7 ps; the multiplexer share of the synthesized area was 0%. The critical path in the final layout is reported with a setup slack of 167.4 ps. The fraction of the mapped netlist area in simple logic gates was 35.49%. In the layout the commonest cells are sky130_fd_sc_hd__clkdlybuf4s50_1 (72), sky130_fd_sc_hd__xnor2_1 (30), sky130_fd_sc_hd__xor2_1 (14). The logs give 0 for the final hold violation count and 62.61% for the max-slew headroom at the worst pin.

For reference, the critical path is launched at EIBus[14]. All stages included, the depth of the critical timing path comes to 11. The cell area that synthesis handed to floorplanning was 888.4 um2. The post-synthesis xor/xnor area fraction is 43.38%, and the worst ir drop on vdd is 0.04056 mV.

The final global-route overflow total came out at 0. Per the detail_route report, routed wire per instance is 13.21 um. In this build the clock could be raised as far as 236.3 MHz. With the number of clock buffers inserted by TritonCTS at 3, the count of unique library cells instantiated by Yosys is 23. Per the OpenROAD floorplan log, the area of the die is 11880 um2.

The power per cell area came out at 123.7 nW/um2. Class of the tightest hold or removal check: in -> reg. The design draws 0.2234 mW. The setup slack at placement was 79.80 ps.

The logs give 0 for the number of buffers inserted for hold repair after clock tree synthesis and 3520 ps for the required time of the critical path. The timing report shows that the slowest cell on the worst path is sky130_fd_sc_hd__clkdlybuf4s50_1. The routed design could run at a clock period as short as 4233 ps. TritonCTS built the clock tree. According to the floorplan report, the die height is 109 um.

The count of instances resized after the clock tree is built came out at 0. The critical path goes through clkdlybuf4s50_1 -> nor4_1 -> nand2_1 -> nor3_2 -> buf_4 -> ha_1 -> a21oi_1 -> o2111ai_1 -> or3_1 -> nand4_1 -> clkdlybuf4s50_1. Per the post-CTS timing run, clock transition at the registers of the reported paths is 30 ps. The number of levels in the clock H-tree was 1.

The cell type group with the largest total delay on the critical path is buffers and inverters. From synthesis to final layout, the design area changed by 103.4%. The final clock period utilization by the worst path was 96.20%. The run gives 0 for the antenna diode instance count. The tools report the antenna violation net count after detailed routing as 0. Among the non-sequential cells, XOR/XNOR gates take the most area. With the biggest fanout along the worst timing path at 3, the total of buffers placed on input and output ports is 72.

The stage-log warning count is 52. The count of pins over their slew limit was 0. The tools report the via count of the first global-routing pass as 1098. The worst hold path depth is 3, and the number of setup buffers added after CTS is 0. Per the synthesis report, the single largest cell type by area occupies 29.58% of cell area.

The buffering stage count on the worst path with inverters included is 3, and the leakage power summed over all cells is 0.5870 nW. The synthesized area per cell is 7.725 um2. Before antenna repair, the detailed router went through 3 iterations. Core area: 7727 um2. The run gives 1 as the synthesis warning total.

Summed over all instances, the cell type with the most area after synthesis is sky130_fd_sc_hd__xnor2_1. Initial antenna violation count: 0. Among logic cells in the layout, the one with the most instances is sky130_fd_sc_hd__clkdlybuf4s50_1. The worst setup path is launched from an input port.

Critical path endpoint: stall. In this run the maximum-capacitance check reported violations numbering 0. Note, the detailed placer reported a final HPWL of 3587 um. The die is 109 um wide.

The run gives 5 as the maximum number of pins on one net before global-route repair. The worst setup path is captured at an output pin. The CTS log lists the clock sinks for this run as 2.

For the DRC violation total after the first TritonRoute iteration, the log shows 16. Pin placement for this block handled 100 I/O pins. Detailed routing inserted a total of 1050 vias.

The setup path with the least slack is of type in -> out. After Yosys synthesis, full adders, half adders and majority gates account for 9.859% of the synthesized area. The yosys synthesis chip area is 888.4 um2. The clock root buffer is sky130_fd_sc_hd__clkbuf_8. Overall routing resource usage recorded by global route was 6.076%.
==> Yosys cell counts <==
cell type	instances
sky130_fd_sc_hd__a21oi_1	4
sky130_fd_sc_hd__a31oi_1	1
sky130_fd_sc_hd__and3_1	1
sky130_fd_sc_hd__clkbuf_1	1
sky130_fd_sc_hd__dfxtp_1	2
sky130_fd_sc_hd__ha_1	7
sky130_fd_sc_hd__inv_1	3
sky130_fd_sc_hd__nand2_1	5
sky130_fd_sc_hd__nand3_1	2
sky130_fd_sc_hd__nand4_1	8
sky130_fd_sc_hd__nor2_1	9
sky130_fd_sc_hd__nor2_4	2
sky130_fd_sc_hd__nor2b_1	1
sky130_fd_sc_hd__nor3_1	6
sky130_fd_sc_hd__nor4_1	6
sky130_fd_sc_hd__nor4_2	4
sky130_fd_sc_hd__o2111ai_1	1
sky130_fd_sc_hd__o21ai_0	2
sky130_fd_sc_hd__or3_1	2
sky130_fd_sc_hd__or4_1	2
sky130_fd_sc_hd__or4_4	2
sky130_fd_sc_hd__xnor2_1	30
sky130_fd_sc_hd__xor2_1	14
==> how the worst min path moves through the flow <==
stage	startpoint	to	slack, ps
after CTS	EIBus[5]	reg_TnewM[0]$_SDFF_PN0_	1340
after global routing	EIBus[5]	reg_TnewM[0]$_SDFF_PN0_	1400
final	EIBus[5]	reg_TnewM[0]$_SDFF_PN0_	1350
==> cell families (layout without fill, tap and decap cells) <==
family / Yosys count / after routing
compound gates: 8 / 8
xor+xnor: 44 / 44
fa+ha+maj: 7 / 7
flops: 2 / 2
buf+inv: 4 / 81
simple gates: 50 / 50
==> layer usage <==
layer	up-vias	track usage, %	part of all wire, %
met3	2	2.091	8.2
met4	0	0.7533	0.72
met2	23	10.37	52
met1	454	7.403	39
li1	571	-	-
met5	-	0	0
==> power breakdown <==
group | leakage [nW] | total, mW | switching, mW | internal [mW]
sequential | 0.0162 | 0.0187 | 0.000122 | 0.0186
combinational | 0.549 | 0.132 | 0.0485 | 0.0836
clock | 0.0216 | 0.0726 | 0.0147 | 0.0579
total | 0.587 | 0.223 | 0.0633 | 0.160
==> per-stage QoR <==
stage | util, % | hold slack (ps) | instance area [um2] | cells
after detailed placement | 22.72 | 1564 | 1755 | 291
after global routing | 23.38 | 1401 | 1807 | 294
final | 23.38 | 1346 | 1807 | 294
after global placement | 22.72 | 1559 | 1755 | 291
after floorplan | - | 1058 | 888.4 | 115
after CTS | 23.25 | 1344 | 1797 | 294
==> layout make-up <==
cell class	count	area (um2)
fillers	817	5921
multi-input cells	109	843.3
repair buffers	75	743.2
well taps	102	127.6
clock buffers	3	41.29
flip-flops and latches	2	40.04
inverters	3	11.26
Power figures rest on the tool's default switching activity, not on a simulated workload.
